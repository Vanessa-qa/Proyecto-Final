`./config.mk`:
```
export PLATFORM = sky130hd
export DESIGN_NAME = buffer2
export DESIGN_NICKNAME = buffer2
export VERILOG_FILES = /design/flow/design.v
export SDC_FILE = /design/flow/constraint.sdc
export NUM_CORES = 4
export LEC_CHECK = 1
export CORE_UTILIZATION = 30
```
`./constraint.sdc`:
```
current_design buffer2

set clk_period 1.0
set clk_io_pct 0.2

create_clock -name clk0 -period $clk_period [get_ports {clk}]

set non_clock_inputs [all_inputs -no_clocks]
set_input_delay [expr $clk_period * $clk_io_pct] -clock clk0 $non_clock_inputs
set_output_delay [expr $clk_period * $clk_io_pct] -clock clk0 [all_outputs]
```
`./design.v`:
```
module buffer2
(
	input clk,
	input wire RegDst,  
	input wire Branch,      
	input wire MemRead,
	input wire MemToReg,
	input wire MemToWrite,
	input wire [1:0] AluOp,
	input wire ALUSrc, 
	input wire RegToWrite,
	input wire [31:0] DataReg1,
	input wire [31:0] DataReg2,
	input wire [31:0] SigEx,
	output reg OUTRegDst,  
	output reg OUTBranch,      
	output reg OUTMemRead,
	output reg OUTMemToReg,
	output reg OUTMemToWrite,
	output reg [1:0] OUTAluOp,
	output reg OUTALUSrc, 
	output reg OUTRegToWrite,
	output reg [31:0] OUTDataReg1,
	output reg [31:0] OUTDataReg2,
	output reg [31:0] OUTSigEx
);
always @(posedge clk) begin
    OUTRegDst     <= RegDst;
    OUTBranch     <= Branch;
    OUTMemRead    <= MemRead;
    OUTMemToReg   <= MemToReg;
    OUTMemToWrite <= MemToWrite;
    OUTAluOp      <= AluOp;
    OUTALUSrc     <= ALUSrc;
    OUTRegToWrite <= RegToWrite;
    OUTDataReg1   <= DataReg1;
    OUTDataReg2   <= DataReg2;
    OUTSigEx      <= SigEx;
end
endmodule
```
`./run.sh`:
```
#!/bin/bash
# OpenROAD 26Q1-2900-gdf79404cd8, Yosys 0.63+post, stock flow scripts
make -C /OpenROAD-flow-scripts/flow DESIGN_CONFIG=/design/flow/config.mk WORK_HOME=/design/flow/orfs finish
```
==> flow_summary.json <==
{
  "status": "completed",
  "vias": 1552,
  "yosysTopAreaCell": "dfxtp_1",
  "mux_area_share_pct": 0,
  "leakage_uw": 0.00181,
  "pre_cts_slack_ns": 0.0169,
  "ys_cells": 105,
  "post_cts.repair.setup_buffers": 0,
  "io_pins": 211,
  "arrival_ns": 0.76,
  "drt_iter0_markers": 27,
  "grt_pass1_vias": 1462,
  "clockBufferDepth": 2,
  "numPortBuffers": 210,
  "crit_chain": "buf_2",
  "simple_gate_share_pct": 0,
  "area_growth_pct": 89.6,
  "ys_types": 1,
  "root_buffer": "clkbuf_8",
  "max_freq_mhz": 1040,
  "cts_tree": "built",
  "ys_sh_xor_pct": 0,
  "worstHoldStart": "DataReg1[16]",
  "core_area_mm2": 0.00679,
  "place.gp.congestion": 0.717,
  "worstPathRequired_ns": 0.80,
  "yosys.area_share.adder_pct": 0,
  "fp_util_pct": 30.9,
  "slew_headroom_pct": 93.3,
  "die_x_um": 85.7,
  "grt_pass1_wl_um": 7730,
  "synth-edff-count": 0,
  "hpwlAfterDp_um": 4420,
  "post-route-period-util_pct": 96.5,
  "crit_family": "flip-flops",
  "ys_warn_count": 1,
  "crit_type": "flip-flop to output port",
  "endpoint_kind": "output port",
  "tightest_slew_ns": 0.101,
  "maxSlewViolCount": 0,
  "totalWireLength_um": 5430,
  "hold_class": "primary input to flip-flop",
  "antenna_cells": 0,
  "drtAntennaViolNets": 0,
  "utilization_pct": 58.7,
  "yosysChipArea_mm2": 0.00210,
  "grt_antenna_before_repair": 0,
  "top_cell": "dfxtp_1",
  "comb_area_um2": 0,
  "vias_per_cell": 3.65,
  "chipArea_mm2": 0.00735,
  "rows": 30,
  "final_layout_size_suffix_gt1_share_pct": 37.4,
  "numSynthFlops": 105,
  "syn_inst": 105,
  "yosys_most_used_dff": "dfxtp_1",
  "syn_area_per_cell_um2": 20.0,
  "drc": 0,
  "power.density_mw_per_mm2": 1870,
  "finalSetupViolCount": 0,
  "final_cell_area_mm2": 0.00399,
  "path_buffers": 1,
  "hold_viol": 0,
  "worstSetupStartpoint": "OUTDataReg1[16]",
  "grt_max_degree": 16,
  "warnings": 26,
  "max_cap_violations": 0,
  "common_cells": "105 x dfxtp_1",
  "path_max_fanout": 1,
  "numCtsBuffers": 9,
  "htreeDepth": 3,
  "slowest_delay_ns": 0.32,
  "yosysSeqAreaShare_pct": 100,
  "crit_path_start_kind": "flip-flop",
  "routedWlPerCell_um": 12.8,
  "clk_pin_slew_worst_paths_ns": 0.09,
  "cts.sinks": 105,
  "netlist_area_mm2": 0.00210,
  "logic_gates": 0,
  "synth_top_area_share_pct": 100,
  "die_y_um": 85.7,
  "first_pass_iters": 4,
  "rsz0062_at_grt": "yes",
  "ys_sh_aoi_pct": 0,
  "top_cells_by_area": "dfxtp_1 100%",
  "place_area_mm2": 0.00432,
  "grt_usage_pct": 14.5,
  "async_flop_share_pct": 0,
  "fin_crit_ns": 0.965,
  "critical-path-slowest-cell": "dfxtp_2",
  "overflow": 0,
  "irDropWorstVdd_v": 0.000804,
  "whs_ns": 0.290,
  "setup_ws_ns": 0.0353
}
-- logic make-up after synthesis --
logic type  count (synthesis)
DFF                       105
-- sequential cells by signal (all words and copies together), names as in the netlist --
name	count
OUTRegDst	1
OUTRegToWrite	1
OUTMemToWrite	1
OUTDataReg2	32
OUTMemToReg	1
OUTALUSrc	1
OUTBranch	1
OUTMemRead	1
OUTAluOp	2
OUTDataReg1	32
OUTSigEx	32
-- final cells by class --
class                 count  area [µm²]
fill                    602        2810
sequential              105        2110
timing repair buffer    210        1580
clock buffer             10         138
tap                      96         120
clock inverter            4        45.0
-- cell usage in the layout, fill, tap and decap left out --
cell	Yosys	routed
clkdlybuf4s50_1	0	105
buf_2	0	105
dfxtp_1	105	101
clkbuf_8	0	10
dfxtp_2	0	4
clkinv_2	0	3
bufinv_16	0	1
-- metal layers --
| layer | routed length, µm | share of wire (%) | GRT usage [%] | vias to the layer above |
|---|---|---|---|---|
| li1 | - | - | - | 761 |
| met5 | 0 | 0 | 0 | - |
| met2 | 2580 | 48 | 23.8 | 121 |
| met3 | 790 | 15 | 6.93 | 8 |
| met4 | 70 | 1.3 | 2.27 | 0 |
| met1 | 1980 | 37 | 18.5 | 662 |
-- stage by stage --
step / setup TNS [ns] / power [µW] / std cells
after floorplan: 0 / 4490 / 105
after global placement: 0 / 5330 / 411
after detailed placement: 0 / 5340 / 411
after CTS: 0 / 7550 / 425
after global routing: -0.0534 / 7790 / 425
final: 0 / 7440 / 425
-- worst paths after layout --
check | to | slack [ns] | cells after the start
setup / recovery | OUTDataReg1[16] | 0.04 | 1
hold / removal | OUTDataReg1[16] | 0.29 | 1
-- what timing repair did --
action                     4_1_cts  5_1_grt
hold buffers                     0        0
setup endpoints to repair      105        8
gates resized                  326        4
hold endpoints to repair         0        0
-- power breakdown --
group	switching [µW]	total [µW]	internal, µW
combinational	82.9	570	487
clock	1240	2430	1190
sequential	41.4	4440	4400
Power figures rest on the tool's default switching activity, not on a simulated workload.

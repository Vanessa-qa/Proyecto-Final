`flow/config.mk`:
```
export PLATFORM = sky130hd
export DESIGN_NAME = MemoryData
export DESIGN_NICKNAME = MemoryData
export VERILOG_FILES = /design/flow/design.v
export SDC_FILE = /design/flow/constraint.sdc
export NUM_CORES = 4
export LEC_CHECK = 1
export CORE_UTILIZATION = 40
```
`flow/constraint.sdc`:
```
current_design MemoryData

set clk_period 42.6
set clk_io_pct 0.2

create_clock -name clk0 -period $clk_period [get_ports {clk}]

set non_clock_inputs [all_inputs -no_clocks]
set_input_delay [expr $clk_period * $clk_io_pct] -clock clk0 $non_clock_inputs
set_output_delay [expr $clk_period * $clk_io_pct] -clock clk0 [all_outputs]
```
`flow/design.v`:
```
module MemDatos
( 
	input wire clk,                  
	input wire [31:0] Addr,          
	input wire [31:0] Data,          
	input wire MemWrite,             
	input wire MemRead,              
	output reg [31:0] ReadMemData    
);
    reg [31:0] Memdata [0:99];   
    always @(posedge clk) begin
    if (MemWrite)
        Memdata[Addr] <= Data;      
	end
	always @(*) begin
        if (MemRead)
            ReadMemData = Memdata[Addr];   
        else
            ReadMemData = 32'b0;
    end
endmodule
module MemoryData
(
	input clk,                        
	input wire [31:0]AddrMem,         
	input wire [31:0]DataMem,         
	input wire MemWrite,              
	input wire MemRead,               
	input wire MemToReg,              
	output wire [31:0]DataOut               
);
wire [31:0] DataOutMem;               
wire [31:0] DataMux;                  
MemDatos MD
	(
		.clk(clk),
		.Addr(AddrMem),
		.Data(DataMem),
		.MemWrite(MemWrite),
		.MemRead(MemRead),
		.ReadMemData(DataOutMem)
	);
Mux3 m3 
	(
		.MemToReg(MemToReg),
		.ReadMem(DataOutMem),
		.Result(AddrMem),
		.DataOut(DataMux)
	);
buffer4 b4 
	(
		.clk(clk),
		.MemRead(DataMux),
		.OUTMemRead(DataOut)
	);
endmodule
module Mux3
(
	input wire MemToReg,          
	input wire [31:0] ReadMem,    
	input wire [31:0] Result,     
	output reg [31:0] DataOut     
);
always @(*) begin
	case (MemToReg)
		1'b1: begin
			DataOut = ReadMem;
		end
		1'b0: begin
			DataOut = Result;
		end
	endcase
end
endmodule
module buffer4
(
	input clk,
	input wire [31:0] MemRead,
	output reg [31:0] OUTMemRead
);
always @(posedge clk) begin
    OUTMemRead <= MemRead;
end
endmodule
```
`flow/run.sh`:
```
#!/bin/bash
# OpenROAD 26Q1-2900-gdf79404cd8, Yosys 0.63+post, stock flow scripts
make -C /OpenROAD-flow-scripts/flow DESIGN_CONFIG=/design/flow/config.mk WORK_HOME=/design/flow/orfs finish
```
==> results.yml <==
# implementation run metrics
hold_path:
  hold_class: "flop to flop"
synth:
  topCellsByArea: "edfxtp_1 (77%), a221oi_1 (3.8%), mux2i_1 (2.5%), mux4_2 (1.6%), nand2_1 (1.5%)"
  ys_ff: 3232
  synth_area_um2: 124000
  synth_seq_share_pct: 77.9
  synthDominantCellAreaShare_pct: 77.4
  post_synth.cell_area_avg_um2: 17.1
  synthCells: 7281
  synth.largest_area_cell: "edfxtp_1"
  async_flop_share_pct: 0
  yosysMostFrequentCell: "edfxtp_1"
  synthFlopType: "edfxtp_1"
  ys_chip_area_um2: 124000
  ys_cells: 7281
  synth_warnings: 3
  synth-edff-count: 3200
  synth.distinct_cells: 78
  common_cells: "edfxtp_1 (3200), a221oi_1 (540), nand2_1 (484)"
global_route:
  grtUsageTotal_pct: 32.8
  met3_usage_pct: 30.0
  grt_busiest_layer: "met2"
  met1_usage_pct: 32.3
  grt_max_degree: 84
  use_met2_pct: 44.2
  grt_pass1_vias: 79100
  grt_first_pass_wirelength_mm: 639
  grt_overflow_total: 0
  antenna_found_initial: 34
clocking:
  cts_sinks: 3232
  root_buffer: "clkbuf_16"
  cts_setup_buffers: 0
  path_clk_slew_ns: 0.06
  cts_tree: "done"
  cts_buffers: 335
  ctsHoldBuffers: 0
  h-tree-depth: 5
  clockBufferDepth: 4
  postCtsResizedCells: 0
  clkLatencyLatePin_ns: 0.89
power:
  ir_drop_mv: 0.0388
  p_per_area_nw_per_um2: 47.9
  power_uw: 6820
  p_leak_uw: 0.0451
final_timing:
  fin_worst_skew_ns: 0.0617
  slew_viol_final: 0
  worst_pin_slew_ns: 1.35
  report.final.setup_viol: 0
  fin_crit_ns: 13.03
  relSlewSlack_pct: 9.03
  fin_tns_setup_ns: 0
  rsz0062_at_grt: "no"
  finalCritPeriodShare_pct: 30.6
  hold_viol_final: 0
  fmax_ghz: 0.0768
die:
  placementRows: 204
  fp_util_pct: 40.2
  core_um2: 309000
  io_pins: 100
  die_h_um: 559
  dieWidth_um: 559
  die_area_um2: 313000
detailed_routing:
  drt_first_pass_iters: 24
  drtIter0Drc: 6512
  post_drt_wl_per_cell_um: 39.2
  final_antenna_net_count: 0
  vias_per_cell: 6.35
  drc_errors: 0
  wl_mm: 471
  vias: 76400
flow_run:
  tool_warnings: 26
  cap_viol_max_count: 0
place:
  place.gp.congestion: 1.06
  io_buffers: 99
  placed_area_um2: 132000
  dp_hpwl_mm: 277
worst_setup_path:
  worstPathRequired_ns: 43.39
  path_class: "input port to flop"
  worst_setup_path_end_kind: "flop"
  worstPathArrival_ns: 13.81
  cp-start-kind: "input port"
  cp_max_fo: 65
cells_and_area:
  flop_area_um2: 96700
  logic_area_um2: 25500
  fillers: 25600
  design_area_um2: 142000
  drive_above_1_share_pct: 16.0
  fin_util_pct: 46.1
  area_delta_synth_final_pct: 14.7
status:
  status: "complete, no violations"
[power breakdown]
part	switching, uW	leakage (uW)	internal [uW]
registers	11.9	0.0290	3510
clock network	1220	0.00515	1620
logic	345	0.0109	111
total	1580	0.0451	5250
[worst max-delay path, cell delays in order]
cell and delay, ns:
buf_8 0.36, buf_4 0.52, buf_12 0.45, nand2b_4 0.45, buf_4 0.52, buf_4 0.40
a21oi_1 0.17, o22ai_1 0.10, buf_4 0.19, a22o_1 0.18, a21oi_1 0.95, a2111oi_1 0.26
buf_4 0.25, o32a_1 0.34
[sequential cells by signal (all words and copies together), names as in the netlist]
signal         flops
b4.OUTMemRead     32
MD.Memdata      3200
[layout make-up]
class / instances / share of cell area, %
flip-flops and latches: 3232 / 67.9
inverters: 8 / 0.0334
repair buffers: 533 / 3.04
well taps: 4120 / 3.62
multi-input cells: 3482 / 17.9
clock buffers: 422 / 6.19
clock inverters: 188 / 1.23
diodes: 40 / 0.0703
[through the flow]
stage | instances | worst slack [ns] | hold WS (ns)
floorplan | 7281 | 30.10 | 0.647
global placement | 11400 | 27.72 | 0.769
detailed placement | 11400 | 28.92 | 0.807
CTS | 12000 | 29.84 | 0.815
global route | 12000 | 29.58 | 0.869
finish | 12000 | 29.57 | 0.835
[path summary, 6_finish.rpt]
| kind | startpoint | endpoint | slack [ns] | depth (start not counted) |
|---|---|---|---|---|
| hold / removal | MD.Memdata[63][19] | b4.OUTMemRead[19] | 0.84 | 3 |
| setup reg to reg | MD.Memdata[87][23] | b4.OUTMemRead[23] | 39.36 | 9 |
| setup / recovery | AddrMem[0] | b4.OUTMemRead[23] | 29.57 | 14 |
| hold reg to reg | MD.Memdata[63][19] | b4.OUTMemRead[19] | 0.84 | 3 |
[cells in the final DEF, fill, tap and decap left out, types with 32 or more instances in the layout]
cell,n
edfxtp_1,3200
a221oi_1,540
nand2_1,480
buf_4,455
a21oi_1,358
clkbuf_16,337
o21ai_0,317
mux2i_1,310
nor2_1,292
a22oi_1,140
a222oi_1,120
nor2_4,99
mux4_2,89
o22ai_1,85
clkbuf_1,79
mux2_2,71
clkinv_1,70
clkinv_2,60
clkdlybuf4s50_1,60
a22o_1,55
nor3_1,49
o221ai_1,41
diode_2,40
a221o_1,40
o2bb2ai_1,38
dfxtp_1,32
[per-layer routing]
metal	wire, um	vias to the layer above	part of all wire, %
met3	98600	1349	21
li1	-	30700	-
met5	1830	-	0.39
met4	35500	42	7.5
met1	132000	37600	28
met2	203000	6757	43
[logic make-up after synthesis]
family | after synthesis | synth area share [%]
mux | 470 | 4.76
buf+inv | 567 | 2.30
compound gates | 1958 | 11.5
flops | 3232 | 77.9
simple gates | 1054 | 3.51
Power figures rest on the tool's default switching activity, not on a simulated workload.

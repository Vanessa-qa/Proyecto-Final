[/design/flow/design.v]
module Alu
(
    input wire [31:0] A,
    input wire [31:0] B,
    input wire [3:0] OP,
    output reg [31:0] Res,
	output reg zero
);
always @(*) begin
    case(OP)
        4'b0010: Res = A + B; 		 
        4'b0110: Res = A - B; 		 
        4'b0111: Res = (A < B) ? 32'd1 : 32'd0;		 
		4'b0000: Res = A & B;		 
		4'b0001: Res = A | B;		 
		4'b1111: Res = 32'd0;		 
        default: Res = 32'd0;
    endcase
	if (Res == 32'b0)
        zero = 1'b1;
    else
        zero = 1'b0;
end
endmodule
module ALUCtrl
(
	input [1:0] Op,
	input [5:0] Function,     
	input [5:0] InstI,        
	output reg [3:0] OPAlu
);
always @(*)begin
	case (Op)
		2'b10: begin		  
			case (Function)
				6'b100000: begin 		 
					OPAlu = 4'b0010;
				end
				6'b100010: begin		 
					OPAlu = 4'b0110;
				end
				6'b101010: begin		 
					OPAlu = 4'b0111;
				end
				6'b100100: begin		 
					OPAlu = 4'b0000;
				end
				6'b100101: begin		 
					OPAlu = 4'b0001;
				end
				6'b000000: begin	     
					OPAlu = 4'b1111;
				end
			default: OPAlu = 4'b1111;
			endcase
		end
		2'b00: begin
            OPAlu = 4'b0010;
        end
        2'b01: begin
            OPAlu = 4'b0110;
        end
		2'b11: begin
            case (InstI)
                6'b001100: OPAlu = 4'b0000;  
                6'b001101: OPAlu = 4'b0001;  
                6'b001010: OPAlu = 4'b0111;  
                default:   OPAlu = 4'b1111;  
            endcase
        end
		default: begin
            OPAlu = 4'b1111;  
        end
	endcase
end
endmodule
module Mux2
(
	input wire ALUSrc,              
	input wire [31:0] ReadD2,       
	input wire [31:0] Exten,        
	output reg [31:0] DataOut       
);
always @(*) begin
	case (ALUSrc)
		1'b1: begin
			DataOut = Exten;
		end
		1'b0: begin
			DataOut = ReadD2;
		end
	endcase
end
endmodule
module operation
(
	input wire ALUSrc,            
	input wire [1:0]ALUOp,        
	input wire [31:0]data1ALU,    
	input wire [31:0]data2ALU,    
	input wire [31:0]datatypeI,   
	input wire [5:0]Function,     
	input wire [5:0]InstI,        
	output wire zero,                  
	output wire [31:0]ALUresult    
);
wire [31:0] bALU;       
wire [3:0] selALU;      
Mux2 Mux02
	(
		.ALUSrc(ALUSrc),
		.ReadD2(data2ALU),
		.Exten(datatypeI),
		.DataOut(bALU)
	);
ALUCtrl aluCtrl
	(
		.Op(ALUOp),
		.Function(Function),
		.InstI(InstI),
		.OPAlu(selALU)
	);
Alu alu
	(
		.A(data1ALU),
		.B(bALU),
		.OP(selALU),
		.Res(ALUresult),
		.zero(zero)
	);
endmodule
[/design/flow/run.sh]
#!/bin/bash
# OpenROAD 26Q1-2900-gdf79404cd8, Yosys 0.63+post, stock flow scripts
make -C /OpenROAD-flow-scripts/flow DESIGN_CONFIG=/design/flow/config.mk WORK_HOME=/design/flow/orfs finish
[/design/flow/config.mk]
export PLATFORM = sky130hd
export DESIGN_NAME = operation
export DESIGN_NICKNAME = operation
export VERILOG_FILES = /design/flow/design.v
export SDC_FILE = /design/flow/constraint.sdc
export NUM_CORES = 4
export LEC_CHECK = 1
export CORE_UTILIZATION = 40
[/design/flow/constraint.sdc]
current_design operation

set clk_period 24.9
set clk_io_pct 0.2

create_clock -name clk0 -period $clk_period

set non_clock_inputs [all_inputs -no_clocks]
set_input_delay [expr $clk_period * $clk_io_pct] -clock clk0 $non_clock_inputs
set_output_delay [expr $clk_period * $clk_io_pct] -clock clk0 [all_outputs]
==> results.ini <==
[run_status]
run_status = completed

[sta]
finalSetupViolations = 0
max_freq_ghz = 0.0645
final-max-slew-violation-count = 0
finalSetupTns_ps = 0
tightest_slew_ps = 851
timing_hold_violations_final = 0
period_used_share = 0.623
worst_slack_ps = 9400
rsz0062_at_grt = no
hold_slack_ps = 11160
post-route-min-period_ps = 15500
relSlewSlack = 0.425

[power]
p_leak_uw = 0.00336
power_density_mw_per_mm2 = 26.9
p_sw_uw = 112
pwr-share-clk = 0
p_int_uw = 90.9
power.share.switching = 0.553
pwr-share-comb = 1.000
irDropWorstVdd_mv = 0.0116
seqPwrFrac = 0

[cells_and_area]
design.seq.count = 0
regArea_um2 = 0
n_clock_buffer = 0
syn2layout_area_growth_pct = 26.1
final_layout_size_suffix_gt1_frac = 0.0457
finish.utilization = 0.519
final.fill_count = 1459

[placed_design]
gp_congestion = 0.992
place.detailed.hpwl_mm = 17.6
dp_slack_ps = 9430
io_buffers = 144

[drt]
ant_nets = 0
viasPerCell = 5.99
vias = 7139
diodes = 0
wire_per_inst_um = 18.5
drt_iter0_markers = 546
drcViolationCount = 0
wl_mm = 22.0
first_pass_iters = 5

[synth]
netlist_area_mm2 = 0.00601
yosys_warnings = 3
postSynthSeqShare = 0
synth.distinct_cells = 80
synth_area_per_cell_um2 = 6.69
top_cells_by_area = ha_1 (23%), a21oi_1 (7.2%), inv_1 (6.1%), mux2i_1 (5.3%), nor2_1 (5.1%)
ys_area_mm2 = 0.00601
yosysTopAreaCell = ha_1
synth.most_common_cell = ha_1
netlist_instances = 898
yosys.area.top_type_share = 0.227
synthTopCellsByCount = ha_1 (109), inv_1 (97), a21oi_1 (86)
ys_cells = 898

[worst_setup_path]
cp.required_ps = 19920
critical-path-top-delay-family = simple AND/OR/NAND/NOR gates
cp_slowest_cell = or4_1
path_buffers = 4
path_cells = buf_2 > buf_4 > mux2i_1 > inv_1 > ha_1 > fa_1 > o21bai_1 > nand3_1 > a21oi_1 > nor3b_1 > a221oi_1 > o22ai_1 > nor4_1 > nand4b_1 > or4_1 > or4b_1 > nor4_2 > clkdlybuf4s50_1
crit_path_end_kind = output port
arrival_ps = 10520
slowest_delay_ps = 550
cp_max_fo = 32
crit_path_start_kind = input pin
crit_type = input pin to output port

[global_route]
gr-total-overflow = 0
first_global_vias = 6625
grt_max_degree = 33
track_usage = 0.281
grt_pass1_wl_mm = 35.4
antenna_found_initial = 0

[floorplan]
fp_util = 0.412
die_width_um = 125
fp-row-count = 44
die_area_mm2 = 0.0155
core-area_mm2 = 0.0146
io_pins = 144
dieHeight_um = 125

[clocking]
cts_resized = 0
ctsHoldBuffers = 0
post_cts_buffers = 0

[flow_run]
warning_count = 109
max_cap_viol_count = 0

[hold_path]
hp-class = input pin to output port

==> cell families (layout without fill, tap and decap cells) <==
logic type / count (synthesis) / in the layout / share of synthesized area
AOI/OAI and AO/OA: 297 / 297 / 0.340
xor gates and xnor gates: 13 / 13 / 0.0190
adders and majority gates: 111 / 111 / 0.234
buffers and inverters: 142 / 251 / 0.0929
muxes: 35 / 35 / 0.0589
and+or+nand+nor: 300 / 300 / 0.255
==> layout make-up <==
cell class	count	area, um2	area share
well taps	184	230	0.0304
inverters	98	368	0.0486
repair buffers	153	1500	0.199
multi-input cells	756	5470	0.722
==> through the flow <==
stage	cell area, um2	total power, uW	std cells
floorplan	6010	122	898
global placement	7570	201	1191
detailed placement	7570	199	1191
CTS	7570	200	1191
global route	7570	222	1191
finish	7570	203	1191
==> routing by layer <==
layer  share of wire  global-route usage  up-vias
li1                -                   -     3504
met3           0.070              0.0337       50
met4           0.029              0.0716        0
met2            0.44               0.436      335
met1            0.46               0.411     3250
met5               0                   0        -
==> worst paths after layout <==
check                  startpoint           end  slack (ps)  cells past startpoint
worst max-delay path       ALUSrc          zero        9400                     18
worst min-delay path  data1ALU[3]  ALUresult[3]       11160                      5
==> power by group through the flow <==
stage | Clock (uW) | Combinational [uW] | Sequential (uW)
after global routing | 0 | 222 | 0
final | 0 | 203 | 0
after CTS | 0 | 200 | 0
==> placed cells by master, fill, tap and decap left out, types with 8 or more instances in the layout <==
cell type | synthesis | layout
nor3_1 | 31 | 31
o21bai_1 | 9 | 9
a21oi_1 | 86 | 86
o221ai_1 | 9 | 9
buf_4 | 0 | 9
a21o_1 | 14 | 14
nand4_1 | 12 | 12
a221oi_1 | 14 | 14
mux2i_1 | 32 | 32
o21ai_0 | 44 | 44
nor2_1 | 81 | 81
nand3_1 | 23 | 23
nand2_1 | 62 | 62
or3_1 | 8 | 8
nand2b_1 | 11 | 11
o22ai_1 | 9 | 9
ha_1 | 109 | 109
xnor2_1 | 12 | 12
nor2b_1 | 17 | 17
inv_1 | 97 | 97
o211ai_1 | 11 | 11
o31ai_1 | 13 | 12
clkdlybuf4s50_1 | 0 | 143
==> tightest hold or removal path, delay by kind of cell <==
family,cells,cell delay [ps]
buffers and inverters,3,950
adders and majority gates,1,130
AOI/OAI and AO/OA,1,120
Power is estimated from default activity; no workload was simulated.
